### flow/config.mk
export PLATFORM = sky130hd
export DESIGN_NAME = count4
export DESIGN_NICKNAME = count4
export VERILOG_FILES = /design/flow/design.v
export SDC_FILE = /design/flow/constraint.sdc
export NUM_CORES = 4
export LEC_CHECK = 1
export CORE_AREA = 10 10 70 70
export DIE_AREA = 0 0 80 80
### flow/constraint.sdc
current_design count4

set clk_period 1.7
set clk_io_pct 0.2

create_clock -name clk0 -period $clk_period [get_ports {clk}]

set non_clock_inputs [all_inputs -no_clocks]
set_input_delay [expr $clk_period * $clk_io_pct] -clock clk0 $non_clock_inputs
set_output_delay [expr $clk_period * $clk_io_pct] -clock clk0 [all_outputs]
### flow/design.v
module count4 (clk, clear, enable, out);
	input clk;
	input clear; 	
	input enable; 	
	output reg [3:0] out; 
always @(posedge clk)
	begin
	if (clear) out <= 4'b0;
	else if (enable) out <= out + 4'b1;
	end
endmodule
### flow/run.sh
#!/bin/bash
# OpenROAD 26Q1-2900-gdf79404cd8, Yosys 0.63+post, stock flow scripts
make -C /OpenROAD-flow-scripts/flow DESIGN_CONFIG=/design/flow/config.mk WORK_HOME=/design/flow/orfs finish
==> qor.txt <==
chip area - 6400 sq um
DR pass1 iterations - 1
relative slew slack - 84.3%
CP top delay family - buffers and inverters
top-level I/O count - 7
CTS tree - built
Largest regs - out: 4 flops
Internal - 0.198 mW
largest stage delay on the critical path - 0.51 ns
Net Sw Frac - 21.3%
Setup WS pre-CTS - 0.217 ns
Comb power frac - 11.5%
max reg flops - 4
clock root cell - clkbuf_4
largest reg by FF count - out
synthesis-to-layout area growth - 78.3%
postcts setup bufs - 0
slew of the pin with the lowest slew margin - 0.235 ns
clock latency on the worst-skew pair - 0.23 ns
fmax - 671 MHz
Vias per Instance - 2.03
largest net degree at the start of global routing - 6
initial antenna violation count - 0
Period minus WS final - 1.49 ns
CP Buf/Inv Count - 1
Worst Clk Skew - 0.00333 ns
critical path cell sequence - clkdlybuf4s50_1
period utilization - 87.6%
Post-DRT Antenna Nets - 0
Fill cells - 405
hold path depth - 2
critical path's slowest cell - clkdlybuf4s50_1
drt total wl - 480 um
Clk pwr share - 46.2%
status - finished, final reports clean
Synth Instances - 16
core box area - 3420 sq um
gr ovfl total - 0
number of clock sinks - 4
reg2reg path depth - 3
Synth Cell Area - 179 sq um
synthesis area per yosys - 179 sq um
Vias - 144
HP Class - reg2reg
PortBufs - 6
share of layout cells above drive strength 1 - 24.0%
YS warnings - 1
worst r2r src - out[0]
Reg clk slew, reported paths - 0.03 ns
Critical Path Sink Type - output pin
Startpoint Class - flip-flop
sequential fraction of design power - 42.4%
Peak VDD IR - 0.224 mV
Sw Pwr - 0.0535 mW
reg2reg setup slack - 0.73 ns
Die Wd - 80 um
GPL Wtd Cong - 0.652
Worst R2R End - out[1]
global-route total usage across every layer - 1.64%
wire per inst - 6.76 um
MaxCap Viol Count - 0
final hold vios - 0
Log Warnings - 25
final hold slack - 0.568 ns
Die Y - 80 um
yosys cell count - 16
global-route wire length before repair - 765 um
distinct lib cells - 11
Data arrival, critical path - 1.15 ns
H-tree levels - 1
syn_area_per_cell - 11.2 sq um
CTS max path bufs - 2
CTS Hold Bufs - 0
CP required - 1.36 ns
Site Rows - 21
fin util - 9.34%
critical path class - reg2out
FP Core Util - 5.24%
Num CTS Buffers - 3
DRC errors left - 0
Setup WS post-layout - 0.210 ns
Crit Path Max Fanout - 4
Initial DRC Count - 0
total negative setup slack - 0 ns
Antenna Cells - 0
P_leak - 0.120 nW
pwr/cell area - 787 nW/um^2
Final Max-Slew Violation Tally - 0
hold path startpoint - out[1]
final setup vio count - 0
vias in the first global route - 161
unrepaired setup endpoints after global routing - false
post_cts resized - 0
register bit count reported by yosys - 4
register share after synthesis - 44.8%
Hold Path End - out[1]
## worst max-delay path by stage
stage / start / end / depth (start not counted)
after CTS: out[0] / out[0] / 1
after global routing: out[0] / out[0] / 1
final: out[0] / out[0] / 1
## through the flow
step / std cells / power, mW / cell area (sq um)
after floorplan: 16 / 0.116 / 179
after global placement: 68 / 0.136 / 297
after detailed placement: 68 / 0.137 / 297
after CTS: 71 / 0.257 / 319
after global routing: 71 / 0.269 / 319
final: 71 / 0.251 / 319
## layout by cell type (no fill, tap or decap)
| cell | n |
|---|---|
| a21bo_2 | 1 |
| mux2i_1 | 1 |
| xnor2_1 | 1 |
| mux2_4 | 1 |
| nor2b_1 | 1 |
| ha_1 | 1 |
| nand3b_1 | 1 |
| clkbuf_4 | 3 |
| dfxtp_1 | 4 |
| clkdlybuf4s50_1 | 6 |
| a21oi_1 | 1 |
| nand4_2 | 1 |
| nor2_1 | 3 |
## synth_stat cells
library cell  number  share of area, %
ha_1               1               7.0
dfxtp_1            4                45
nand3b_1           1               4.2
mux2i_1            1               5.6
mux2_4             1               8.4
a21bo_2            1               5.6
nand4_2            1               7.0
nor2_1             3               6.3
nor2b_1            1               3.5
a21oi_1            1               2.8
xnor2_1            1               4.9
## final cells by class
class	instances	area (sq um)	area share, %
clock buffer	3	22.5	7.06
multi-input combinational	12	98.8	31.0
sequential	4	80.1	25.1
tap	46	57.6	18.0
timing repair buffer	6	60.1	18.8
## power groups by stage
stage / logic (mW) / clock network (mW) / registers [mW]
6_report: 0.0289 / 0.116 / 0.106
5_1_grt: 0.0331 / 0.129 / 0.107
4_1_cts: 0.0295 / 0.121 / 0.106
## logic make-up after synthesis
family                   after synthesis  share of synthesized area [%]
AND/OR/NAND/NOR                        6                           21.0
adder cells (fa/ha/maj)                1                           6.99
multiplexers                           2                           14.0
AND-OR/OR-AND                          2                           8.39
flip-flops                             4                           44.8
XOR/XNOR                               1                           4.90
## per-layer routing
layer	wire (um)	part of all wire (%)	GRT usage [%]	vias up
li1	-	-	-	75
met5	0	0	0	-
met2	135	28	1.61	8
met4	5	1.0	0.352	0
met1	264	55	2.19	57
met3	75	16	1.82	4
Power and IR drop assume default switching activity.
