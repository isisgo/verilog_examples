`/design/flow/config.mk`:
```
export PLATFORM = sky130hd
export DESIGN_NAME = alu74181
export DESIGN_NICKNAME = alu74181
export VERILOG_FILES = /design/flow/design.v
export SDC_FILE = /design/flow/constraint.sdc
export NUM_CORES = 4
export LEC_CHECK = 1
export CORE_AREA = 10 10 70 70
export DIE_AREA = 0 0 80 80
```
`/design/flow/constraint.sdc`:
```
current_design alu74181

set clk_period 2.4
set clk_io_pct 0.2

create_clock -name clk0 -period $clk_period

set non_clock_inputs [all_inputs -no_clocks]
set_input_delay [expr $clk_period * $clk_io_pct] -clock clk0 $non_clock_inputs
set_output_delay [expr $clk_period * $clk_io_pct] -clock clk0 [all_outputs]
```
`/design/flow/design.v`:
```
module alu74181(
  input [3:0]s,
  input ci, M,
  input [3:0] a, b,
  output reg [3:0] y
);
    reg [3:0] p, g;
    always @(*) begin
    p[0] <= ~(a[0] | (s[0] & b[0]) | (s[1] & ~b[0]));
    p[1] <= ~(a[1] | (s[0] & b[1]) | (s[1] & ~b[1]));
    p[2] <= ~(a[2] | (s[0] & b[2]) | (s[1] & ~b[2]));
    p[3] <= ~(a[3] | (s[0] & b[3]) | (s[1] & ~b[3]));
    g[0] <= ~((a[0] & ~b[0] & s[2]) | (a[0] & b[0] & s[3]));
    g[1] <= ~((a[1] & ~b[1] & s[2]) | (a[1] & b[1] & s[3]));
    g[2] <= ~((a[2] & ~b[2] & s[2]) | (a[2] & b[2] & s[3]));
    g[3] <= ~((a[3] & ~b[3] & s[2]) | (a[3] & b[3] & s[3]));
    y[0] = (p[0] ^ g[0]) ^ ~(~ci & ~M);
    y[1] = (p[1] ^ g[1]) ^ ~((~ci & ~M & g[0]) | (~M & p[0]));
    y[2] = (p[2] ^ g[2]) ^ ~((~ci & ~M & g[0] & g[1]) | (~M & p[1]) | (~M & p[0] & g[1]));
    y[3] = (p[3] ^ g[3]) ^ ~((~ci & ~M & g[0] & g[1] & g[2]) | (~M & p[2]) | (~M & p[1] & g[2]) | (~M & p[0] & g[1] & g[2]));
    end
endmodule  
```
`/design/flow/run.sh`:
```
#!/bin/bash
# OpenROAD 26Q1-2900-gdf79404cd8, Yosys 0.63+post, stock flow scripts
make -C /OpenROAD-flow-scripts/flow DESIGN_CONFIG=/design/flow/config.mk WORK_HOME=/design/flow/orfs finish
```
==> COMMIT_EDITMSG <==
Add synthesis and place-and-route results

- Clock Buffer Count: 0
- WP data arrival: around 1.9 ns
- Measured along the x axis, the die boundary spans 80 µm.
- Starting density of the core: 6.67%
- The wire length recorded after detailed routing is 1000 µm.
- After global routing the overflow that remains totals 0.
* Core Area: about 3400 µm²
* Wire length of the first global-routing pass: 1580 µm
- After synthesis, the mean cell area works out to ~7.6 µm².
- Hpwl dp: ~850 µm
- Clock period minus worst slack: 2.33 ns
- Utilization after layout: between 15 and 20%
- Synthesis area per yosys: ~230 µm²
- The final layout report lists a filler cell count of ~400.
- Req. time, crit path: 1.92 ns
* Register Area: 0 µm²
* Number of distinct standard cells referenced by the synthesized netlist: 18
- The mapped netlist covers 228 µm².
- The detailed placer reported the number of placed instances as around 100.
* Critical path class: in -> out
- Per the timing report, the achievable frequency comes out to around 430 MHz.
* Total leakage power: 0.211 nW
- VDD IR max: a little over 30 µV
- The final timing summary puts the cycle share of the worst path at 97.2%.
- Hold Path Cell Cnt: 6
- The worst pin sits at a relative slew slack of 82.0%.
- Per the detail_route report, DRC violations left total 0.
- Sink of the worst hold path: y[3]
- In this run the most critical hold path is launched from a[0].
- For this run, the number of Yosys warnings is 1.
- The type recorded for the worst min-delay path is in -> out.
- Post-cts hold buffer count: 0
- The first TritonRoute pass finished after 4 iterations.
- The floorplan has 21 rows.
- Setup repair after global routing missed its margin: false
- Final antenna diode count: 0
- Flop Count: 0
- The worst setup path is captured at a primary output.
* Crit-path max FO: 2
- The floorplan report gives the top-level pin count as 18.
* Total die area: 6400 µm²
- The die is 80 µm tall.
- Post-CTS timing repair inserted 0 buffers for setup.
* Fraction of layout instances using a drive strength above 1: approximately 33%
- The script computed a power per unit cell area of roughly 190 nW/µm².
- Number of antenna violations at the first check in global routing: 0
- Setup crit start kind: input port
- OpenROAD warnings: 32
* Gpl congestion: 0.796
- Hold violation total from the final report: 0
- The routed design shows a wire length per standard cell of 10.0 µm.
* Transition at the pin with the smallest max-transition slack: 0.270 ns
- The count of nets left with antenna violations once routing finished came out at 0.
* Total vias in the final route: 321
- Max Cap Viol: 0
- Number of buffers added on ports: 18
- For this design, Yosys synthesis ends with a cell count of 30.
* Final count of pins violating max slew: 0
- Per the run report, area growth between synthesis and finish was 132%.
- Via/cell ratio: 3.21
- Post-synth seq share: 0%
- The global routing report lists combined usage of all routing layers as 2.98%.
* Maximum number of pins on one net before global-route repair: 6
* Overall power of the completed layout: about 0.0001 W
- For this run, the number of standard cells in the final layout without fillers is roughly 100.
- First-iteration detailed-routing DRC count: 32
* Result of the run: complete, no violations
* Number of global-route vias before repair: ~320
- Per the post-synthesis report, the number of cells in the design is 30.
* Setup-failing EPs final: 0
==> worst max-delay path, cell delays in order <==
cell	delay [ns]
clkdlybuf4s50_1	0.41
a211o_1	0.31
buf_4	0.15
o22ai_2	0.17
xnor2_2	0.13
clkdlybuf4s15_1	0.20
==> metal layers <==
metal	up-vias	part of all wire, %	track usage (%)
met4	0	0	0
met2	10	46	5.06
met5	-	0	0
met1	145	47	4.02
li1	166	-	-
met3	0	6.5	0.568
==> how the worst max path moves through the flow <==
| stage | depth (start not counted) | to | slack [ns] | from |
|---|---|---|---|---|
| after global routing | 6 | y[2] | 0.006 | a[1] |
| after CTS | 7 | y[2] | 0.01 | a[0] |
| final | 6 | y[2] | 0.07 | a[1] |
==> timing repair <==
item                                    CTS  global route
pin swaps                                 7             6
endpoints found under the setup margin    4             4
resized                                  17             6
==> final cells by class <==
type	count	area [µm²]	area share, %
multi-input cells	30	260	49.3
repair buffers	24	210	39.8
well taps	46	57.6	10.9
==> cells in the final DEF (no fill, tap or decap) <==
master | Yosys | layout
a2111o_1 | 1 | 1
mux2_4 | 1 | 1
a211o_1 | 1 | 1
o21bai_2 | 1 | 1
a21oi_2 | 1 | 2
mux2i_1 | 2 | 2
clkbuf_2 | 0 | 1
a211oi_1 | 2 | 1
o21ai_0 | 2 | 2
nand2b_1 | 1 | 1
dlymetal6s2s_1 | 0 | 1
o211ai_1 | 1 | 1
nor2_1 | 2 | 2
xnor2_1 | 4 | 2
clkdlybuf4s50_1 | 0 | 7
o31a_1 | 1 | 1
o31ai_2 | 1 | 1
buf_4 | 0 | 6
nand2_1 | 2 | 2
xnor2_2 | 0 | 2
clkdlybuf4s15_1 | 0 | 2
a211oi_2 | 0 | 1
nor2b_2 | 0 | 1
dlygate4sd2_1 | 0 | 6
o22ai_2 | 0 | 1
nor2b_1 | 5 | 4
buf_2 | 0 | 1
==> metrics by stage <==
step	hold slack, ns	instance area [µm²]	setup WS, ns	setup TNS, ns
detailed placement	2.00	510	-0.571	-1.76
floorplan	1.06	228	0.570	0
global placement	1.99	510	-0.584	-1.82
CTS	1.73	518	0.0122	0
global route	1.75	528	0.00595	0
finish	1.66	528	0.0681	0
==> logic make-up after synthesis <==
logic type	after synthesis	synth area share (%)
AND/OR/NAND/NOR	10	23.1
AND-OR/OR-AND	13	46.2
multiplexers	3	15.4
XOR/XNOR	4	15.4
==> power by group <==
| part | internal, W | total [W] | switching, W | leakage, nW |
|---|---|---|---|---|
| Sequential | 0 | 0 | 0 | 0 |
| Clock | 0 | 0 | 0 | 0 |
| Combinational | 0.0000639 | 0.000103 | 0.0000390 | 0.211 |
| Total | 0.0000639 | 0.000103 | 0.0000390 | 0.211 |
==> cells in the mapped netlist <==
library cell,number,area [µm²]
nor2b_1,5,31.3
mux2_4,1,15.0
o22ai_1,1,6.26
o21ai_0,2,10.0
a211o_1,1,8.76
nand2_1,2,7.51
mux2i_1,2,20.0
o21bai_2,1,11.3
xnor2_1,4,35.0
nand2b_1,1,6.26
a21oi_2,1,8.76
nor2_1,2,7.51
o31ai_2,1,12.5
a211oi_1,2,15.0
a2111o_1,1,11.3
o211ai_1,1,7.51
o31a_1,1,8.76
a21oi_1,1,5.00
Power is estimated from default activity; no workload was simulated.
